==> flow/design.v <==
`timescale 1ns / 1ps
module spi
(
input clk, start, 
input [11:0] din,
output reg cs, mosi, done, 
output sclk
);
integer count = 0;
reg sclkt = 0;
always@(posedge clk)
begin
    if(count < 10)
    count <= count + 1;
    else
    begin
    count  <= 0;
    sclkt  <= ~sclkt;
    end
end
parameter idle = 0, start_tx = 1, send = 2, end_tx = 3; 
reg [1:0] state = idle;
reg [11:0] temp;
integer bitcount = 0;
always@(posedge sclkt)
begin
            case(state)
            idle: begin
               mosi <= 1'b0;
               cs   <= 1'b1;
               done <= 1'b0;
               if(start)
                 state <= start_tx;
               else
                 state <= idle;
            end
            start_tx : begin
              cs    <= 1'b0;
              temp  <= din; 
              state <= send; 
            end
            send : 
            begin
               if(bitcount <= 11) 
               begin
                 bitcount <= bitcount + 1;
                 mosi     <= temp[bitcount];
                 state    <= send;
               end
               else
                begin
                bitcount <= 0;
                state    <= end_tx;
                mosi     <= 1'b0; 
                end
            end
            end_tx : begin
               cs    <= 1'b1;
               state <= idle;
               done  <= 1'b1;
            end
            default : state <= idle;
            endcase
end
assign sclk = sclkt;
endmodule
==> flow/run.sh <==
#!/bin/bash
# OpenROAD 26Q1-2900-gdf79404cd8, Yosys 0.63+post, stock flow scripts
make -C /OpenROAD-flow-scripts/flow DESIGN_CONFIG=/design/flow/config.mk WORK_HOME=/design/flow/orfs finish
==> flow/config.mk <==
export PLATFORM = sky130hd
export DESIGN_NAME = spi
export DESIGN_NICKNAME = spi
export VERILOG_FILES = /design/flow/design.v
export SDC_FILE = /design/flow/constraint.sdc
export NUM_CORES = 4
export LEC_CHECK = 1
export CORE_UTILIZATION = 50
==> flow/constraint.sdc <==
current_design spi

set clk_period 6.3
set clk_io_pct 0.2

create_clock -name clk0 -period $clk_period [get_ports {clk}]

set non_clock_inputs [all_inputs -no_clocks]
set_input_delay [expr $clk_period * $clk_io_pct] -clock clk0 $non_clock_inputs
set_output_delay [expr $clk_period * $clk_io_pct] -clock clk0 [all_outputs]
==> qor.tcl <==
set qor(postCtsSetupBuffers) 0
set qor(dpl.hpwl_um) 5090
set qor(drt_first_iter_violations) 129
set qor(timing.final.crit_period_ns) 2.35
set qor(pwr_density_cell_nw_per_um2) 87.9
set qor(maxClockFrequency_ghz) 0.425
set qor(wire_length_of_the_first_global_routing_pass_um) 13300
set qor(pin_count_of_the_biggest_net_entering_global_routing) 51
set qor(layoutNonFillerInstCount) 498
set qor(synth.avg_cell_area_um2) 10.5
set qor(endpoints_left_unconstrained) 99
set qor(synth.area.top_cells) {edfxtp_1, dfxtp_1, a21oi_1}
set qor(route.antenna.remaining_nets) 0
set qor(die_h_um) 92.1
set qor(routed_wire_length_per_instance_um) 15.3
set qor(groute.usage.overall) 0.204
set qor(worst_skew_pair.late_latency_ns) 0.29
set qor(nFillCells) 669
set qor(core_region_area_um2) 7810
set qor(area_growth_pct) 8.60
set qor(netlist_instances) 385
set qor(rr_startpoint) {count[0]$_SDFF_PN0_}
set qor(final_tally_of_max_slew_violations) 0
set qor(floorplan.io_pins) 18
set qor(synth.distinct_cells) 40
set qor(max_stage_delay_ns) 0.46
set qor(detail_route.vias_per_cell) 5.97
set qor(worstSetupEndpointType) {primary output}
set qor(critical_path_cell_with_the_highest_stage_delay) {clkdlybuf4s50_1}
set qor(max-cap-violations) 0
set qor(tightestPinTransition_ns) 0.734
set qor(layout.cells.most_common_list) {edfxtp_1, dfxtp_1, a21oi_1, nor2_1, or4_1}
set qor(cp_data_arrival_time_ns) 1.09
set qor(routabilityCongestion) 0.846
set qor(openroad.warnings) 29
set qor(worst_setup_path_start_kind) {flop}
set qor(drc) 0
set qor(antenna_found_initial) 0
set qor(firstDrtPassIters) 6
set qor(worst-setup-path-type) {reg2out}
set qor(final_common_cell) {edfxtp_1}
set qor(die_w_um) 92.1
set qor(floorplan.rows) 32
set qor(run_status) {completed}
set qor(rsz0062_at_grt) {no}
set qor(final-setup-viol-count) 0
set qor(die_area_um2) 8480
set qor(crit_chain) {clkdlybuf4s50_1}
set qor(remaining_global_route_overflow) 0
set qor(synth.cell_area_um2) 4060
set qor(dp_cells) 491
set qor(finClkSkew_ns) 0.00710
set qor(cp-startpoint) {sclkt$_DFFE_PN_}
set qor(ys_cells) 385
set qor(ys.flops) 82
set qor(clk_root_buffer_cell) {clkbuf_8}
set qor(synthDominantAreaCellType) {edfxtp_1}
set qor(share_of_cells_above_drive_strength_1) 0.0657
set qor(hp-class) {reg2reg}
set qor(setup_total_negative_slack_ns) 0
set qor(logic_area_um2) 1830
set qor(route.final.wire_length_um) 7610
set qor(postLayoutSetupSlackWorst_ns) 3.95
set qor(unclocked_pins) 49
set qor(pre_cts_ws_ns) 4.09
set qor(worst_setup_hold_path_clk_slew_ns) 0.08
set qor(cts_bufs_inserted) 5
set qor(portBuffers) 17
set qor(critical_path_maximum_fanout) 2
set qor(crit_family) {buffers and inverters}
set qor(diodes) 0
set qor(finalCritPeriodShare) 0.373
set qor(grt_pass1_vias) 2704
set qor(cts_hold_repair.buffers) 0
set qor(clk_path_buf_depth) 2
set qor(synth-area-yosys_um2) 4060
set qor(cts_tree) {done}
set qor(total_leakage_power_uw) 0.00150
set qor(netlist.area_leader.share) 0.355
set qor(worst_ir_drop_vdd_uv) 96.7
set qor(cts.htree.levels) 2
set qor(timing.max_slew.rel_slack) 0.510
set qor(flop_area_um2) 2120
set qor(synth-seq-area-share) 0.523
set qor(floorplan.core_util) 0.520
set qor(synthesis.yosys.warnings) 1
set qor(ctsResizeCount) 0
set qor(critical_path.n_buffers_inverters) 1
set qor(hold_path_startpoint) {count[30]$_SDFF_PN0_}
set qor(worst-endpoint-required_ns) 5.04
set qor(num_vias) 2971
set qor(final-hold-violation-count) 0
[synth_stat cells]
master    instances
or3_2             2
nor2b_1           3
nor3_1            6
and4_2            1
and2_1            1
and4_1           11
nand2_1          16
inv_1            11
or3_1            10
buf_6             1
or2_2             1
or4_1            20
nor2_1           31
nand4_4           2
xor2_1           15
nand4_1          17
edfxtp_1         48
nor4_1           16
buf_1             1
or4_4             2
nand3b_1          3
and4b_1           1
nand3_2           1
mux4_2            3
o31ai_1          18
a22o_1            1
o21ai_0          15
a21oi_1          33
a41oi_1           1
clkbuf_2          2
dfxtp_1          34
buf_2             4
ha_1              7
xnor2_1          12
and3_1            4
nand3_1          18
mux2i_1           1
a21boi_0          2
and3_2            1
clkbuf_1          9
[worst paths after layout]
path / end / slack (ns) / cells after the start
max: sclk / 3.95 / 1
min: count[31]$_SDFF_PN0_ / 0.48 / 1
max reg2reg: count[30]$_SDFF_PN0_ / 4.06 / 5
min reg2reg: count[31]$_SDFF_PN0_ / 0.48 / 1
[area by class of cell]
cell class                      instances  area share
Multi-Input combinational cell        275       0.415
Clock buffer                            6      0.0187
Clock inverter                          1     0.00142
Timing Repair Buffer                   21      0.0454
Sequential cell                        82       0.481
Tap cell                              102      0.0289
Inverter                               11     0.00936
[cell families after synthesis]
family	share of synthesized area
and+or+nand+nor	0.248
DFF	0.523
AOI/OAI and AO/OA	0.100
buffers and inverters	0.0296
xor gates and xnor gates	0.0582
adders and majority gates	0.0216
muxes	0.0191
[per-layer routing]
| layer | routed length (µm) | GRT usage |
|---|---|---|
| met5 | 0 | 0 |
| met4 | 59 | 0.0143 |
| met3 | 198 | 0.0219 |
| met2 | 3560 | 0.313 |
| met1 | 3800 | 0.354 |
[registers in the layout (all words and copies together), names as in the netlist]
register and cells:
cs 1, bitcount 32, count 32, sclkt 1
state 2, mosi 1, temp 12, done 1
[power by group]
group / switching (µW) / leakage [µW] / internal (µW) / total, µW
logic: 1.06 / 0.000717 / 7.01 / 8.08
registers: 0 / 0.000736 / 211 / 211
clock network: 82.1 / 0.0000476 / 86.7 / 169
total: 83.2 / 0.00150 / 304 / 388
[through the flow]
step	hold WS [ns]	cell area (µm²)	util	total power (µW)
floorplan	0.441	4060	-	216
detailed placement	0.479	4320	0.553	224
global route	0.529	4410	0.565	402
finish	0.479	4410	0.565	388
CTS	0.488	4410	0.565	394
global placement	0.457	4320	0.553	224
No activity file was given, so power comes from the tool's default toggle rates.
