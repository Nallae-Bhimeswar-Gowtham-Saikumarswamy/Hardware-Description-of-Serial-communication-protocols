===== flow/design.v =====
`timescale 1ns / 1ps 
module top(
    input clk,
    input start,
    input [7:0] txin,
    output reg tx, 
    input rx,
    output [7:0] rxout,
    output rxdone, txdone
    );
 parameter CLK_FREQ = 100_000;    
 parameter BAUD_RATE = 9600;      
 parameter BAUD_TICK_COUNT = CLK_FREQ / BAUD_RATE;
 reg bit_done = 0;
 integer count = 0;
 parameter IDLE = 0, SEND = 1, CHECK = 2;
 reg [1:0] state = IDLE;
 always @(posedge clk)
 begin
    if (state == IDLE)
    begin 
        count <= 0;
    end
    else 
    begin
        if (count == BAUD_TICK_COUNT)
        begin
            bit_done <= 1'b1;
            count    <= 0;  
        end
        else
        begin
            count    <= count + 1;
            bit_done <= 1'b0;  
        end    
    end
 end
 reg [9:0] tx_data;  
 integer bit_index = 0;
 reg [9:0] shift_tx = 0;
 always @(posedge clk)
 begin
    case (state)
    IDLE : 
    begin
        tx        <= 1'b1;
        tx_data   <= 0;
        bit_index <= 0;
        shift_tx  <= 0;
        if (start == 1'b1)
        begin
            tx_data <= {1'b1, txin, 1'b0};  
            state   <= SEND;
        end
        else
        begin           
            state <= IDLE;
        end
    end
    SEND: 
    begin
        tx        <= tx_data[bit_index];
        state     <= CHECK;
        shift_tx  <= {tx_data[bit_index], shift_tx[9:1]};
    end 
    CHECK: 
    begin
        if (bit_index <= 9)  
        begin
            if (bit_done == 1'b1)
            begin
                state <= SEND;
                bit_index <= bit_index + 1;
            end
        end
        else
        begin
            state <= IDLE;
            bit_index <= 0;
        end
    end
    default: state <= IDLE;
    endcase
 end
assign txdone = (bit_index == 9 && bit_done == 1'b1) ? 1'b1 : 1'b0;
 integer rx_count = 0;
 integer rx_index = 0;
 parameter RX_IDLE = 0, RX_WAIT = 1, RX_RECV = 2, RX_CHECK = 3;
 reg [1:0] rx_state = RX_IDLE;
 reg [9:0] rx_data;
 always @(posedge clk)
 begin
    case (rx_state)
    RX_IDLE : 
    begin
        rx_data  <= 0;
        rx_index <= 0;
        rx_count <= 0;
        if (rx == 1'b0)  
        begin
            rx_state <= RX_WAIT;
        end
        else
        begin
            rx_state <= RX_IDLE;
        end
    end
    RX_WAIT : 
    begin
        if (rx_count < BAUD_TICK_COUNT / 2)
        begin
            rx_count <= rx_count + 1;
            rx_state <= RX_WAIT;
        end
        else
        begin
            rx_count <= 0;
            rx_state <= RX_RECV;
            rx_data  <= {rx, rx_data[9:1]}; 
        end
    end
    RX_RECV : 
    begin
        if (rx_index <= 9) 
        begin
            if (bit_done == 1'b1) 
            begin
                rx_index <= rx_index + 1;
                rx_state <= RX_WAIT;
            end
        end
        else
        begin
            rx_state <= RX_IDLE;
            rx_index <= 0;
        end
    end
    default: rx_state <= RX_IDLE;
    endcase
 end
assign rxout = rx_data[8:1]; 
assign rxdone = (rx_index == 9 && bit_done == 1'b1) ? 1'b1 : 1'b0;
endmodule

===== flow/run.sh =====
#!/bin/bash
# OpenROAD 26Q1-2900-gdf79404cd8, Yosys 0.63+post, stock flow scripts
make -C /OpenROAD-flow-scripts/flow DESIGN_CONFIG=/design/flow/config.mk WORK_HOME=/design/flow/orfs finish

===== flow/constraint.sdc =====
current_design top

set clk_period 4.2
set clk_io_pct 0.2

create_clock -name clk0 -period $clk_period [get_ports {clk}]

set non_clock_inputs [all_inputs -no_clocks]
set_input_delay [expr $clk_period * $clk_io_pct] -clock clk0 $non_clock_inputs
set_output_delay [expr $clk_period * $clk_io_pct] -clock clk0 [all_outputs]

===== flow/config.mk =====
export PLATFORM = sky130hd
export DESIGN_NAME = top
export DESIGN_NICKNAME = top
export VERILOG_FILES = /design/flow/design.v
export SDC_FILE = /design/flow/constraint.sdc
export NUM_CORES = 4
export LEC_CHECK = 1
export CORE_UTILIZATION = 50

==> impl_metrics.tcl <==
# place-and-route summary
set metrics [dict create \
    worstHoldPathType "flop to flop" \
    ys_cells 767 \
    flop_cell "edfxtp_1" \
    seqCellArea_um2 4240 \
    clkSinkCount 152 \
    path_class "flop to output pin" \
    fp-row-count 45 \
    reg2reg_slack_ps 1430 \
    regToRegEndpoint "bit_index[4]" \
    cts_htree_levels 4 \
    p_sw_mw 1.89 \
    pwr-share-clk_pct 26.2 \
    core_um2 15300 \
    diodes 0 \
    tool_warnings 31 \
    hpwl_mm 9.13 \
    stdcell_area_um2 8910 \
    routed_wl_mm 14.3 \
    grt_pass1_wl_mm 24.4 \
    yosysWarnings 1 \
    ys_types 49 \
    maxSlewViolCount 0 \
    yosysTopAreaCell "edfxtp_1" \
    die_w_um 128 \
    finalCritPeriodShare_pct 77.4 \
    path_max_fanout 5 \
    fin_crit_ps 3250 \
    cts_hold_repair.buffers 0 \
    rr_startpoint "bit_index[11]" \
    min-delay-start "count[0]" \
    firstDrtPassIters 5 \
    gr-usage-all-layers_pct 19.5 \
    cts_setup_buffers 0 \
    synth_top_area_share_pct 45.5 \
    final_util_pct 58.2 \
    required_ps 3360 \
    cts_buffers 17 \
    ys_seq_share_pct 53.6 \
    grt_max_degree 33 \
    hold_violations 0 \
    ys_chip_area_um2 7920 \
    grt_setup_unrepaired "false" \
    report.final.setup_viol 0 \
    first_global_vias 5206 \
    p_per_area_nw_per_um2 623 \
    post_drt_via_cell_ratio 5.47 \
    fp_util_pct 51.7 \
    synthCells 767 \
    synth_flops 152 \
    status "finished clean" \
    synth.most_common_cell "nor2_1" \
    cts_resized 0 \
    drive_above_1_share_pct 7.52 \
    clk_pin_slew_ps 70 \
    synthArstFlopShare_pct 0 \
    maxCapViolations 0 \
    worstSkewPairLatency_ps 420 \
    timing.fmax_ghz 0.308 \
    min_path_cells 1 \
    port_buffers 21 \
    grt_overflow 0 \
    wl_per_cell_um 14.2 \
    fillers 1255 \
    postSynthAreaPerCell_um2 10.3 \
    drt_first_iter_violations 296 \
    synth_area_um2 7920 \
    worstPathArrival_ps 2410 \
    synth.area.top_cells "edfxtp_1 46%, dfxtp_1 8.1%, xor2_1 8.1%, nor2_1 6.7%, xnor2_1 4.4%" \
    finalClockSkew_ps 11.0 \
    p_comb_share_pct 21.7 \
    synthTopCellsByCount "142 x nor2_1, 120 x edfxtp_1, 73 x xor2_1, 48 x nand3_1, 44 x nand4_1" \
    startpoint_type "flop" \
    drc_errors 0 \
    sw_frac_of_total_pct 34.1 \
    vias 5524 \
    pin_count 22 \
    place_area_um2 8340 \
    tritoncts "yes" \
    comb_area_um2 3440 \
    r2r_cells 6 \
    clockBufferDepth 2 \
    critPathCaptureType "output pin" \
    p_leak_nw 2.97 \
    peakVddDrop_mv 0.461 \
    p_int_mw 3.66 \
    setup_tns_ps 0 \
    cts_root_buf "clkbuf_16" \
    antenna_found_initial 0 \
    holdPathEnd "count[0]" \
    die_height_um 128 \
    edf_count 120 \
    ant_nets 0 \
    p_seq_share_pct 52.1 \
    dieArea_um2 16300 \
    slew_headroom_pct 34.2 \
    syn2layout_area_growth_pct 12.6 \
    worst_pin_slew_ps 979 \
    gp_congestion 0.825 \
]
[cells in the final DEF (no fill, tap or decap), types with 6 or more instances in the layout]
cell type / count
a21oi_1: 8
and2_1: 23
and3_1: 21
and4_1: 6
buf_4: 14
clkbuf_16: 18
clkdlybuf4s50_1: 21
dfxtp_1: 32
edfxtp_1: 120
ha_1: 10
inv_1: 21
nand2_1: 41
nand3_1: 48
nand4_1: 44
nor2_1: 142
nor3_1: 20
nor4_1: 30
xnor2_1: 40
xor2_1: 73
[critical path, stage by stage (launching register included)]
cell             delay (ps)
edfxtp_1                460
nor4_1                  380
nand4_1                 200
nor3_1                  410
clkdlybuf4s50_1         550
[cell families after synthesis]
family                   share of synthesized area [%]
AND-OR/OR-AND                                     2.15
XOR/XNOR                                          12.5
adder cells (fa/ha/maj)                           1.58
buffers and inverters                             3.45
flip-flops                                        53.6
multiplexers                                     0.553
AND/OR/NAND/NOR                                   26.1
[power groups by stage]
stage	Sequential [mW]	Combinational [mW]	Clock (mW)
4_1_cts	2.89	1.22	1.49
6_report	2.89	1.21	1.45
5_1_grt	2.98	1.35	1.55
[flip-flops by register name (all words and copies together) (netlist names)]
register   flops
rx_state       2
state          2
tx_data        9
tx             1
rx_index      32
count         32
rx_data        9
rx_count      32
bit_done       1
bit_index     32
[layer usage]
metal / GRT usage (%) / up-vias / part of all wire [%]
li1: - / 2781 / -
met5: 0 / - / 0
met1: 32.8 / 2627 / 51
met2: 28.9 / 110 / 44
met3: 4.80 / 6 / 4.2
met4: 1.80 / 0 / 0.75
[cell type report]
type / count / share of cell area, %
flip-flops and latches: 152 / 47.6
multi-input cells: 558 / 38.6
clock buffers: 19 / 5.21
repair buffers: 35 / 3.54
well taps: 211 / 2.96
clock inverters: 13 / 1.18
inverters: 21 / 0.885
[through the flow]
step	cells	setup WS (ps)	power, mW	hold WS (ps)
2_1_floorplan	767	1030	3.70	453
3_3_place_gp	977	1450	4.09	478
3_5_place_dp	977	1400	4.11	491
4_1_cts	1009	905	5.59	503
5_1_grt	1009	832	5.88	522
6_report	1009	949	5.55	502
[worst max-delay path by stage]
stage / slack (ps) / end / cells after the start / start
CTS: 900 / txdone / 4 / bit_index[11]
global route: 830 / txdone / 4 / bit_index[28]
finish: 950 / txdone / 4 / bit_index[11]
Power is estimated from default activity; no workload was simulated.
